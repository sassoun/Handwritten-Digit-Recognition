--- flow/run.sh ---
#!/bin/bash
# OpenROAD 26Q1-2900-gdf79404cd8, Yosys 0.63+post, stock flow scripts
make -C /OpenROAD-flow-scripts/flow DESIGN_CONFIG=/design/flow/config.mk WORK_HOME=/design/flow/orfs finish
--- flow/config.mk ---
export PLATFORM = sky130hd
export DESIGN_NAME = Multilayer_Perceptron
export DESIGN_NICKNAME = Multilayer_Perceptron
export VERILOG_FILES = /design/flow/design.v
export SDC_FILE = /design/flow/constraint.sdc
export NUM_CORES = 4
export LEC_CHECK = 1
export CORE_UTILIZATION = 40
--- flow/constraint.sdc ---
current_design Multilayer_Perceptron

set clk_period 3.3
set clk_io_pct 0.2

create_clock -name clk0 -period $clk_period [get_ports {clk}]

set non_clock_inputs [all_inputs -no_clocks]
set_input_delay [expr $clk_period * $clk_io_pct] -clock clk0 $non_clock_inputs
set_output_delay [expr $clk_period * $clk_io_pct] -clock clk0 [all_outputs]
--- flow/design.v ---
module Multilayer_Perceptron(input clk, input reset, input [15:0] address, input [31:0] din, output reg [31:0] dout, input write, input read);
reg [15:0] control_reg;
reg [7:0] N;
reg [7:0] M;
reg [7:0] H;
wire [7:0]mem_dat_data_a; 
wire [15:0] status_out;
reg mem_w_wr, mem_f_wr;
wire mem_dat_en, meme_w_en, mem_F_en;
wire [9:0] mem_dat_add_rd, mem_dat_add_wr;
reg [9:0] mem_dat_add_wr_m;
wire [7:0] mem_dat_data, mem_dat_data_f; 
reg [7:0] mem_dat_data_f_m;
wire mem_dat_wr;
reg mem_dat_wr_m;
wire [11:0] mem_w_address, mem_w_address2, mem_F_address;
reg [11:0] mem_F_address_m, mem_w_address_m;
wire [15:0] mem_w_data, mem_w_data2;
reg [7:0] mem_f_data_w;
reg [15:0] mem_w_data_w;
mlp_core core (clk, reset, control_reg, N, M, H, mem_dat_en, mem_dat_add_rd, mem_dat_data, 
mem_dat_add_wr, mem_dat_wr, mem_w_address, mem_w_address2, meme_w_en, mem_w_data, mem_w_data2,
mem_F_address, mem_F_en, status_out);
always @(posedge clk)
  if (write)
    case (address)
      16'h0004: control_reg<=din [15:0];
      16'h0010: N<=din;
      16'h0014: M<=din;
      16'h0018: H<=din;
    endcase
always @(*) begin
  case (address[15:12]) 
    4'h0: 
      case (address [7:0]) 
        8'h04: dout=control_reg;
        8'h08: dout=status_out;
        8'h10: dout=N;
        8'h14: dout=M;
        8'h18: dout=H;
      endcase
    4'h1: dout=mem_dat_data_a;
    4'h4: dout=mem_dat_data_f;
    4'h8: dout=mem_w_data;  
    4'hA: dout=mem_w_data;
  endcase
end
always @(*) begin
  if (address [15:12]==4'h1 && control_reg[0]) begin
    mem_dat_wr_m=write;
    mem_dat_data_f_m=din;
    if (address [11:10]==2'b00)
      mem_dat_add_wr_m={2'b00, address [7:0]};
    else if (address [11:10]==2'b01)
      mem_dat_add_wr_m={2'b01, address [7:0]};
    else
      mem_dat_add_wr_m={2'b10, address [7:0]};
  end
  else begin
    mem_dat_wr_m=mem_dat_wr;
    mem_dat_data_f_m=mem_dat_data_f;
    mem_dat_add_wr_m=mem_dat_add_wr;
  end
  if (address [15:12]==4'h4 && control_reg[0]) begin    
    mem_f_wr=write;
    mem_f_data_w=din;
    mem_F_address_m=address [11:0];
  end
  else begin
    mem_f_wr=1'b0;
    mem_f_data_w=8'b0;
    mem_F_address_m=mem_F_address;
  end
  if (address [15]==1'b1 && control_reg[0]) begin
    mem_w_wr=write;
    mem_w_data_w=din;
    if (address [14:12]==0)
      mem_w_address_m={1'b0, address[10:0]};
    else
      mem_w_address_m={1'b1, address[10:0]};
  end
  else begin
    mem_w_wr=0;
    mem_w_data_w=12'b0;
    mem_w_address_m=mem_w_address;
  end
end
endmodule
module mlp_core (clk, reset, control, N, M, H, mem_dat_en, mem_dat_add_rd, mem_dat_data, 
                mem_dat_add_wr, mem_dat_wr, mem_w_address, mem_w_address2, meme_w_en, mem_w_data, mem_w_data2, 
                mem_F_address, mem_F_en, status_r);
input clk, reset;
input [15:0] control; 
input [7:0] N, M, H;
output mem_dat_en, meme_w_en, mem_F_en;
output reg [9:0] mem_dat_add_rd, mem_dat_add_wr;
reg [9:0] mem_dat_add_wr2; 
output reg [11:0] mem_w_address, mem_F_address, mem_w_address2; 
reg [11:0] mem_F_address2;
input [7:0] mem_dat_data;
output reg mem_dat_wr;
input [15:0] mem_w_data, mem_w_data2;
output reg [15:0] status_r;
parameter data_in_m=10'h000;
parameter data_a_m=10'h100;
parameter data_out_m=10'h200;
parameter data_a_m2=10'h101;
parameter data_out_m2=10'h201;
parameter iw_m=12'h000;
parameter il_m=12'h800;
reg signed [7:0] data;
reg signed [15:0] weight, weight2;
reg signed [23:0] mult, mult2;
reg signed [31:0] suma, suma2;
reg [7:0] ctrl_0, ctrl_1, ctrl_2, ctrl_3, ctrl_4, ctrl_5;
reg [7:0] cont; reg [7:0] cont2;
assign mem_dat_en=1;
assign meme_w_en=1;
assign mem_F_en=1;
always @ (posedge clk) begin
  if (reset || control[2] || status_r[0]) begin
    ctrl_0<=0; ctrl_1<=0; ctrl_2<=0; cont<=1; 
    ctrl_3<=0; ctrl_4<=0; ctrl_5<=0; cont2<=2;
    mem_dat_add_rd<=data_in_m;
    mem_dat_add_wr<=data_a_m;
    mem_dat_add_wr2<=data_a_m2;
    mem_w_address<=12'h000;
    mem_w_address2<=12'h000+N;
  end
  if (reset || control[2]) begin
    status_r<=0;
  end
  else begin
    if (status_r[0]==1 && control[1]==0)
      status_r[0]=0;
    else if (status_r[0]==0 && control[1]==1) begin
      ctrl_0[0]<=1; ctrl_1<=ctrl_0; ctrl_2<=ctrl_1;
      ctrl_3<=ctrl_2; ctrl_5<=ctrl_4;
      data<=mem_dat_data;
      weight<=mem_w_data;
      mult<=data*weight;
      weight2<=mem_w_data2;
      mult2<=data*weight2;
      if (cont==N && cont2>=M && ctrl_0[4]==0) begin
        mem_dat_add_rd<=data_a_m;
        mem_w_address<=il_m;
        mem_w_address2<=il_m+M;
        ctrl_0[3:1]<=3'b010;
        ctrl_0[4]<=1;
        if (cont2>M)
          ctrl_0[5]<=1;
        else
          ctrl_0[5]<=0;
        cont<=1;
        cont2<=2;
      end
      else if (cont==M && cont2>=H && ctrl_0[4]==1) begin
        ctrl_0[3:1]<=3'b100;
        cont<=0;
        if (cont2>H)
          ctrl_0[5]<=1;
        else
          ctrl_0[5]<=0;
      end
      else if (cont==N && ctrl_0[4]==0) begin
        ctrl_0[3:1]<=3'b001;
        mem_dat_add_rd<=data_in_m;
        mem_w_address<=mem_w_address+N+1;
        mem_w_address2<=mem_w_address2+N+1;
        cont<=1;
        cont2<=cont2+2;
        ctrl_0[5]<=0;
      end
      else if (cont==M && ctrl_0[4]==1) begin
        ctrl_0[3:1]<=3'b001;
        mem_dat_add_rd<=data_a_m;
        mem_w_address<=mem_w_address+M+1;
        mem_w_address2<=mem_w_address2+M+1;
        cont<=1;
        cont2<=cont2+2;
        ctrl_0[5]<=0;
      end
      else begin
        mem_dat_add_rd<=mem_dat_add_rd+1;
        mem_w_address<=mem_w_address+1;
        mem_w_address2<=mem_w_address2+1;
        cont<=cont+1;
        ctrl_0[3:1]<=3'b000;
        ctrl_0[5]<=0;
      end
      if (ctrl_3[3:1]!=3'b000) begin
        suma<=mult;
        suma2<=mult2;
      end
      else if (ctrl_2[0]) begin 
        suma<=suma+mult;
        suma2<=suma2+mult2;
      end
      else begin
        suma<=0;
        suma2<=0;
      end
      if (ctrl_3[3:1]) begin
        if ((suma[30:17]!=0 && suma[31]==0) || ctrl_3[2])
         mem_F_address<=12'h7FF;
        else if (suma[30:17]!=14'hFFFF && suma[31])
          mem_F_address<=12'h800;
        else
          mem_F_address<={suma[31],suma[16:6]};
        if ((suma2[30:17]!=0 && suma2[31]==0) || ctrl_3[2])
           mem_F_address2<=12'h7FF;
        else if (suma2[30:17]!=14'hFFFF && suma2[31])
           mem_F_address2<=12'h800;
        else
           mem_F_address2<={suma2[31],suma2[16:6]};
      end
      if (ctrl_4[3:1]) begin
        mem_dat_wr<=1;
        if (ctrl_4[5] || ctrl_4[6])
          ctrl_4<=ctrl_3;
        else begin
          ctrl_4[6]<=1;
          mem_F_address<=mem_F_address2;
        end
      end
      else begin
        mem_dat_wr<=0;
        ctrl_4<=ctrl_3;
      end
      if (ctrl_5[3:1]!=0 && ctrl_5[5]==0 && ctrl_5[6]==0) begin
          mem_dat_add_wr<=mem_dat_add_wr2;
          mem_dat_add_wr2<=mem_dat_add_wr;
      end
      else if (ctrl_5[1]) begin
          mem_dat_add_wr<=mem_dat_add_wr2+2;
          mem_dat_add_wr2<=mem_dat_add_wr+2;
      end
      else if (ctrl_5[2]) begin
          mem_dat_add_wr<=data_out_m;
          mem_dat_add_wr2<=data_out_m2;
      end
      if (ctrl_5[3] && (ctrl_5[5] || ctrl_5[6]))
        status_r[0]<=1;
    end
    else
      mem_w_address2<=12'h000+N;
  end
end
endmodule
==> results_dict.tcl <==
# yosys + openroad results
set metrics [dict create \
    largest_area_cell "edfxtp_1" \
    untimed_endpoints 32 \
    synthXorXnorAreaFrac_pct 4.664 \
    clockBufferDepth 2 \
    slew-limit-headroom_pct 50.64 \
    top_area_share_pct 27.81 \
    comb_area_um2 1837 \
    critPathSlowestCell "dfxtp_1" \
    htreeDepth 3 \
    io_pins 84 \
    synthMuxAreaShare_pct 1.837 \
    grt_pass1_wl_um 14550 \
    post_drt_wl_per_cell_um 14.57 \
    aoi_share_pct 15.26 \
    syn_area_um2 4427 \
    rsz0062_at_grt "false" \
    cts_tree "built" \
    crit_family "AND-OR/OR-AND gates" \
    overflow 0 \
    hold_violations 0 \
    gr-usage-all-layers_pct 17.18 \
    status "finished, final reports clean" \
    finalSetupViolations 0 \
    cp_data_arrival_time_ns 2.86 \
    fp_util_pct 41.02 \
    skew_ns 0.008910 \
    critPathMaxFanout 7 \
    synth-area-yosys_um2 4427 \
    root_buffer "clkbuf_8" \
    required_ns 3.59 \
    rows 38 \
    synth_cells 412 \
    drc 0 \
    area_delta_synth_final_pct 18.15 \
    nFillCells 956 \
    warning_count 42 \
    r2r_slack_ns 0.72 \
    antenna_cells 0 \
    dp_hpwl_um 6767 \
    p_leak_nw 1.978 \
    stdcell_count 611 \
    whs_ns 0.4546 \
    dieArea_um2 11490 \
    dr_total_vias 3132 \
    grt_pass1_vias 2997 \
    ys_sh_simple_pct 13.06 \
    first_pass_iters 4 \
    fmax_ghz 0.3882 \
    die.size.y_um 107.2 \
    drt-total-wl_um 8903 \
    drive_above_1_share_pct 9.130 \
    ys_types 52 \
    worstMarginPinSlew_ns 0.7347 \
    hold_class "reg2reg" \
    ys.flops 101 \
    drt_iter0_markers 142 \
    critPathLaunchType "register" \
    ys.flop_type "dfxtp_1" \
    top_logic_kind "AND-OR/OR-AND gates" \
    grt_max_degree 25 \
    synth_area_per_cell_um2 10.74 \
    synth_async_sr_flop_share_pct 0 \
    gp_congestion 0.8324 \
    unclocked_regs 16 \
    fin_crit_sh_pct 78.05 \
    vdd_drop_max_v 0.0002527 \
    vias_per_cell 5.126 \
    fin_tns_setup_ns 0 \
    cts_setup_buffers 0 \
    maxSlewViolCount 0 \
    path_clk_slew_ns 0.08 \
    critPathBufInv 0 \
    portBuffers 50 \
    cellPowerDensity_nw_per_um2 360.9 \
    antenna_found_initial 0 \
    period_needed_ns 2.576 \
    final_util_pct 48.46 \
    edf_count 41 \
    path_cells "ha_1, a21oi_1, o21ai_0, or2_2, o32a_2, or4_1, o22ai_1" \
    worst_setup_path_end_kind "register" \
    seq_area_um2 2352 \
    placed_area_um2 5045 \
    die_x_um 107.2 \
    ant_nets 0 \
    core_area_um2 10790 \
    yosys_warnings 36 \
    maxCapViolCount 0 \
    criticalPathCategory "reg2reg" \
    ys_cells 412 \
    hold_buffers 0 \
    cpPeakStageDelay_ns 0.49 \
    cts_resized 0 \
    clock.latency.late_pin_ns 0.36 \
    synth.area.top_cells "edfxtp_1 28%, dfxtp_1 20%, dlxtn_1 5.4%, ha_1 5.1%, a22o_1 3.6%" \
    dp_cells 595 \
    cts_made_buffers 9 \
    design_area_um2 5230 \
    ys_sh_adder_pct 5.088 \
]
-- power breakdown --
group | internal, mW | total [mW] | switching, mW
logic | 0.0607 | 0.0991 | 0.0384
clock network | 0.298 | 0.661 | 0.362
registers | 1.12 | 1.13 | 0.00632
total | 1.48 | 1.89 | 0.407
-- cells in the mapped netlist (2+ instances only) --
| master | count |
|---|---|
| o21ai_1 | 2 |
| nor2b_1 | 5 |
| o31ai_1 | 3 |
| dlxtn_1 | 16 |
| a211oi_1 | 3 |
| nand4b_1 | 2 |
| nand4_1 | 6 |
| nor4_1 | 3 |
| nor3b_1 | 2 |
| or4_1 | 2 |
| or2_2 | 3 |
| a21oi_1 | 24 |
| a31oi_1 | 5 |
| xnor2_1 | 12 |
| ha_1 | 18 |
| buf_2 | 3 |
| or3_1 | 2 |
| o21ba_2 | 2 |
| nor2_1 | 13 |
| xor2_1 | 6 |
| a22o_1 | 18 |
| nand3_1 | 12 |
| nor3_1 | 14 |
| mux2i_1 | 7 |
| and2_1 | 11 |
| buf_4 | 16 |
| buf_6 | 3 |
| o21ai_0 | 9 |
| nand2_1 | 24 |
| inv_1 | 24 |
| o22ai_1 | 4 |
| and3_1 | 6 |
| o21a_1 | 2 |
| o2111ai_1 | 4 |
| nand2b_1 | 3 |
| edfxtp_1 | 41 |
| xnor2_2 | 3 |
| dfxtp_1 | 44 |
| clkbuf_1 | 12 |
| a222oi_1 | 8 |
| o211ai_1 | 4 |
-- layout make-up --
class	count	share of cell area (%)
clock buffer	10	2.632
clock inverter	6	0.9091
sequential	101	44.98
multi-input combinational	268	35.12
tap	140	3.349
timing repair buffer	62	11.29
inverter	24	1.722
-- stage by stage --
stage	total power [mW]	setup slack [ns]
after floorplan	1.195	0.5505
after global placement	1.252	0.6968
after detailed placement	1.252	0.7043
after CTS	1.914	0.7344
after global routing	1.965	0.5603
final	1.888	0.7242
-- cells by family after synthesis --
family,count (synthesis)
compound gates,95
xor+xnor,21
fa+ha+maj,18
buf+inv,58
flops,85
latches,16
mux,8
other cells,1
simple gates,110
-- layer usage --
metal	global-route usage [%]	vias up	part of all wire (%)
li1	-	1587	-
met1	24.59	1438	44
met2	26.68	96	46
met3	6.262	11	8.6
met4	2.348	0	1.8
met5	0	-	0
-- cell usage in the layout (no fill, tap or decap), types with 4 or more instances in the layout --
cell type         n
a21oi_1          24
a222oi_1          8
a22o_1           18
a31oi_1           5
and2_1           11
and3_1            6
buf_4            12
clkbuf_8         10
clkdlybuf4s50_1  50
conb_1           16
dfxtp_1          44
dlxtn_1          16
edfxtp_1         41
ha_1             18
inv_1            24
mux2i_1           7
nand2_1          24
nand3_1          12
nand4_1           6
nor2_1           13
nor2b_1           5
nor3_1           12
o2111ai_1         4
o211ai_1          4
o21ai_0           9
o22ai_1           4
xnor2_1          12
xor2_1            6
-- worst register-to-register path: stages (launching register included) --
cell and delay, ns:
dfxtp_1 0.49, ha_1 0.31, a21oi_1 0.16, o21ai_0 0.21, or2_2 0.34, o32a_2 0.39
or4_1 0.47, o22ai_1 0.14
-- final timing paths --
path,startpoint,cells past startpoint,endpoint
max,core.cont2[5]$_DFF_P_,7,core.cont2[5]$_DFF_P_
min,core.ctrl_0[1]$_DFF_P_,2,core.ctrl_0[1]$_DFF_P_
max reg2reg,core.cont2[5]$_DFF_P_,7,core.cont2[5]$_DFF_P_
min reg2reg,core.ctrl_0[1]$_DFF_P_,2,core.ctrl_0[1]$_DFF_P_
No activity file was given, so power comes from the tool's default toggle rates.
